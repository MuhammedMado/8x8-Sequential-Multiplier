$ cat config.mk
export PLATFORM = sky130hd
export DESIGN_NAME = mult_control
export DESIGN_NICKNAME = mult_control
export VERILOG_FILES = /design/flow/design.v
export SDC_FILE = /design/flow/constraint.sdc
export NUM_CORES = 4
export LEC_CHECK = 1
export CORE_AREA = 10 10 70 70
export DIE_AREA = 0 0 80 80
$ cat constraint.sdc
current_design mult_control

set clk_period 2.0
set clk_io_pct 0.2

create_clock -name clk0 -period $clk_period [get_ports {clk}]

set non_clock_inputs [all_inputs -no_clocks]
set_input_delay [expr $clk_period * $clk_io_pct] -clock clk0 $non_clock_inputs
set_output_delay [expr $clk_period * $clk_io_pct] -clock clk0 [all_outputs]
$ cat design.v
`timescale 1ns / 1ps
module mult_control(
input clk,reset_a,start,
input [1:0] count,
output reg [1:0] input_sel,shift_sel,
output  [2:0] state_out,
output reg done,clk_ena,sclr_n
);
reg [2:0] state_reg,state_next;
localparam IDLE=3'b000;
localparam LSB=3'b001; 
localparam MID=3'b010; 
localparam MSB=3'b011; 
localparam CALC_DONE=3'b100; 
localparam ERR=3'b101; 
always@(posedge clk,negedge reset_a)
begin
if(~ reset_a)
	state_reg<=IDLE;
else
	state_reg<=state_next;
end
always@(*)
begin
done = 1'b0 ;
clk_ena = 1'b0 ;
sclr_n = 1'b1 ;
input_sel = 2'bxx ;
shift_sel =2'bxx ;
	case(state_reg)
		IDLE: begin
		if(start) begin
			state_next=LSB;
			clk_ena = 1'b1 ;
            sclr_n = 1'b0 ;
			end
		  else
	         state_next=IDLE;
	      end
  		LSB: begin
  		if(start==0 && count==2'b00) begin
			state_next=MID;
			input_sel = 2'b00 ;
            shift_sel =2'b00 ;
			clk_ena = 1'b1 ;
            sclr_n = 1'b1 ;
			end
		else
	       state_next=ERR;
	    end
		MID : begin
		if(start==0 && count==2'b01) begin
			state_next=MID;
			input_sel = 2'b01 ;
            shift_sel =2'b01 ;
            clk_ena = 1'b1 ;
            sclr_n = 1'b1 ;
			end
		     else if(start==0 && count==2'b10) begin
			state_next=MSB;
			input_sel = 2'b10 ;
            shift_sel =2'b01 ;
            clk_ena = 1'b1 ;
            sclr_n = 1'b1 ;
			end
		     else
			state_next=ERR;
	      end
		MSB:
		if(start==0 && count==2'b11) begin
			state_next=CALC_DONE;
			input_sel = 2'b11 ;
            shift_sel =2'b10 ;
            clk_ena = 1'b1 ;
             sclr_n = 1'b1 ;
			end
		   else
	        state_next=ERR;
 		CALC_DONE:
 		 if(start==0) begin
			state_next=IDLE;
			done = 1'b1 ;
			clk_ena = 1'b0 ;
            sclr_n = 1'b1 ;
	      end
		  else
	        state_next=ERR;
		ERR:
		if(start) begin
			state_next=LSB;
			clk_ena = 1'b1 ;
            sclr_n = 1'b0 ;
			end
		   else
	        state_next=ERR;
		default:state_next=state_reg;
	endcase
end
assign state_out = state_reg ;
endmodule
$ cat run.sh
#!/bin/bash
# OpenROAD 26Q1-2900-gdf79404cd8, Yosys 0.63+post, stock flow scripts
make -C /OpenROAD-flow-scripts/flow DESIGN_CONFIG=/design/flow/config.mk WORK_HOME=/design/flow/orfs finish
==> results.txt <==
Reports from this run.

- The run finished with clean final reports.
- The vias per cell is approximately 3.7.
- Setup repair after global routing left no endpoint under its margin.
- The total of warnings raised by yosys reads 1.
- The global-route usage over all layers is under 10%.
- The fraction of final layout cells sized beyond drive strength 1 reads around 44%.
- For flop-to-flop paths, the worst setup slack is between 0.6 and 0.7 ns.
- The total of flip-flops plus latches after synthesis reads 3.
- For the worst-skew pair, the clock arrives at the later sink with an insertion delay of between 0.2 and 0.25 ns.
- According to the timing report, the data required time at the worst endpoint equals 1.60 ns.
- The OpenROAD warning count reads 25.
- The end-of-flow timing check tallies setup violations at 0.
- Looking at the clock tree report, the H-tree level count equals 1.
- The dominant register cell in the synthesized netlist reads sky130_fd_sc_hd__dfrtp_1.
- The category of the most critical setup path is flop to output port.
- The number of antenna violations at the first check in global routing is 0.
- The leakage component of the power reads between 0.0003 and 0.0004 uW.
- The mean instance size in the synthesized netlist reads between 7 and 8 um2.
- The top-level I/O count is 15.
- The number of port buffers reads 14.
- The critical path ends at done.
- The register area is 77.6 um2.
- The sink count of the clock tree reads 3.
- The clock tree from TritonCTS is built.
- The end of the worst register-to-register path is state_reg[1].
- The power per cell area reads a little under 1000 mW/mm2.
- The library cell occupying the most area in the post-synthesis netlist is sky130_fd_sc_hd__dfrtp_1.
- The beginning of the critical path is state_reg[1].
- Synthesis produced 44 cells.
- Counting distinct cell types in the post-synthesis netlist gives 27.
- The cell type of the slowest stage on the worst timing path is sky130_fd_sc_hd__clkdlybuf4s50_1.
- The die outline width is around 80 um.
- The average detailed-routed wire length per instance is around 10 um.
- Entering global routing, the biggest net connects 9 pins.
- The number of global-route vias before repair is 453.
- The longest incremental delay of any stage on the critical path is reported as approximately 0.5 ns.
- The overall power after layout reads ~650 uW.
- The die footprint is approximately 0.0064 mm2.
- The routed layout reports a DRC error count of 0.
- The startpoint of the most critical register-to-register path is state_reg[2].
- The layout report lists the multi-input gate area as 238 um2.
- The cell area after technology mapping reads 344 um2.
- The post-place instance area is around 580 um2.
- The number of cells traversed by the worst register-to-register path is 7.
- The report lists the number of standard-cell rows as 21.
- The number of clock buffers added by TritonCTS is 3.
- In the CTS report, the clock slew at the register clock pins of the worst setup and hold paths is listed as ~0.040 ns.
- The transition time of the tightest slew-check pin is approximately 0.22 ns.
- The clock skew after layout reads between 0.005 and 0.006 ns.
- The capturing element type of the critical path reads an output port.
- Traced cell by cell, the critical path runs through nor4b_2, clkdlybuf4s50_1.
- By area the synthesized netlist is led by sky130_fd_sc_hd__dfrtp_1 (22%), sky130_fd_sc_hd__nor2_1 (8.7%), sky130_fd_sc_hd__nand2b_4 (8.0%).
- The sum of routed wire length over all layers is ~1.2 mm.
- The flip-flop count of the largest register, all copies and words added is 3.
- The post-route antenna net violation count reads 0.
- The number of hold violations in the final report is 0.
- The count of library flops with an enable pin reads 0.
- The initial core utilization reads between 10% and 20%.
- The violation count after the first detailed-route iteration is 32.
- The detailed-placement wirelength estimate is 872 um.
- The number of filler instances in the final layout is just under 400.
- The overall overflow remaining after global route reads 0.
- The synthesized netlist was found by Yosys to have ~44 cells.
- The detailed-routing iteration count for the pre-antenna-repair pass reads 4.
- In this run the clock root is driven by a sky130_fd_sc_hd__clkbuf_4.
- Per the slew report, the remaining headroom to the max-slew limit stands at between 80% and 90%.
- The share of flip-flops with an asynchronous set or reset is 100%.
- Derived from the worst setup path, the maximum achievable clock frequency is 524 MHz.
- The time the worst path needs with I/O delays and setup reads 1.91 ns.
- The first global-routing pass estimated about 1.9 mm of wire.
- The chip height is 80 um.
- Max-slew check failures listed in the final report amount to 0.
- The final design instance area without fill reads roughly 660 um2.
- The sequential cell area fraction in the yosys report reads a little over a fifth.
- The total antenna diodes in the routed design is 0.
- The final clock period utilization by the worst path is between 90 and 100%.
- The relative area change from synthesis to final layout is 92.0%.
- The startpoint class of the critical path reads a flop.
- The area of the core region reads about 0.0034 mm2.
- The Yosys chip area reads 344 um2.
- The worst ir drop on vdd is between 0.00015 and 0.0002 V.
- The area share of the largest cell type after synthesis is between 20% and 30%.
- The via count of the routed design is approximately 430.
- The routability-driven placement congestion ratio reads around 0.78.
- The data arrival time at the worst-slack endpoint reads around 1.5 ns.
- The type of the worst min-delay path is input pin to async pin.
- The number of hold buffers added after CTS is 0.
- Counting along the longest clock path gives a buffer depth of 2.
- Per the run summary, max-cap violations total 0.
- The worst-path maximum fanout is 6.
[timing repair]
item	in CTS	in global routing
setup buffers	4	3
endpoints found under the setup margin	5	5
gates resized	14	8
pin swaps	1	1
[area by class of cell]
cell class / count / area share, %
timing repair buffer: 30 / 38.4
multi-input combinational: 33 / 36.0
sequential: 3 / 11.7
tap: 46 / 8.71
clock buffer: 4 / 3.98
inverter: 2 / 1.14
[power by group]
part | leakage (uW) | switching (uW) | internal, uW
Sequential | 0.0000317 | 39.3 | 85.4
Combinational | 0.000257 | 139 | 278
Clock | 0.0000150 | 32.1 | 74.8
[how the worst min path moves through the flow]
stage	from	endpoint	slack, ns	depth (start not counted)
after CTS	reset_a	state_reg[2]	0.34	1
after global routing	reset_a	state_reg[2]	0.34	1
final	reset_a	state_reg[2]	0.34	1
[worst max-delay path: cells and delay by family (launching register included)]
family                 cells  cell delay [ns]
buffers and inverters      1             0.51
DFF                        1             0.46
and+or+nand+nor            1             0.31
[logic make-up after synthesis]
logic type,after synthesis,share of synthesized area (%)
and+or+nand+nor,21,35.3
AOI/OAI and AO/OA,10,23.6
xor gates and xnor gates,2,5.09
DFF,3,21.8
buffers and inverters,8,14.2
[layer usage]
metal	vias to the layer above	track usage (%)	share of wire, %
li1	208	-	-
met1	197	4.46	42
met2	22	5.46	40
met3	5	1.25	14
met4	0	1.41	3.9
met5	-	0	0
[placed cells by master, fill, tap and decap left out, drive strengths merged, types with 2 or more instances in the layout]
cell / n
nand3: 3
buf: 19
dfrtp: 3
nand2b: 2
inv: 2
clkbuf: 4
nand2: 2
clkdlybuf4s50: 9
nor2: 8
[metrics by stage]
step / utilization (%) / instances / setup slack (ns) / hold slack, ns / setup TNS (ns)
global route: 19.3 / 118 / 0.00316 / 0.342 / 0
CTS: 18.7 / 116 / 0.00287 / 0.339 / 0
global placement: 16.8 / 108 / -0.385 / 0.590 / -1.29
floorplan: - / 44 / 0.575 / 0.104 / 0
finish: 19.3 / 118 / 0.0900 / 0.341 / 0
detailed placement: 16.8 / 108 / -0.409 / 0.591 / -1.25
[cell usage after synthesis (2+ instances only)]
cell type	instances
sky130_fd_sc_hd__buf_2	3
sky130_fd_sc_hd__buf_4	2
sky130_fd_sc_hd__dfrtp_1	3
sky130_fd_sc_hd__inv_1	2
sky130_fd_sc_hd__nand2_1	2
sky130_fd_sc_hd__nand2b_4	2
sky130_fd_sc_hd__nand3_1	3
sky130_fd_sc_hd__nor2_1	8
Power and IR drop assume default switching activity.
