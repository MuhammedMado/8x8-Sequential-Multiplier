==> ./config.mk <==
export PLATFORM = sky130hd
export DESIGN_NAME = left_shifter
export DESIGN_NICKNAME = left_shifter
export VERILOG_FILES = /design/flow/design.v
export SDC_FILE = /design/flow/constraint.sdc
export NUM_CORES = 4
export LEC_CHECK = 1
export CORE_AREA = 10 10 70 70
export DIE_AREA = 0 0 80 80
==> ./constraint.sdc <==
current_design left_shifter

set clk_period 1.3
set clk_io_pct 0.2

create_clock -name clk0 -period $clk_period

set non_clock_inputs [all_inputs -no_clocks]
set_input_delay [expr $clk_period * $clk_io_pct] -clock clk0 $non_clock_inputs
set_output_delay [expr $clk_period * $clk_io_pct] -clock clk0 [all_outputs]
==> ./design.v <==
module left_shifter (
  input [7:0] inp,
  input [1:0] shift_cntrl,
  output reg [15:0] shift_out
);
  always @*
  begin
    case (shift_cntrl)
      2'b00: shift_out = {8'b0, inp};  
      2'b01: shift_out = {4'b0, inp, 4'b0};  
      2'b10: shift_out = {inp, 8'b0};  
      default: shift_out = {8'b0, inp};  
    endcase
  end   
endmodule
==> ./run.sh <==
#!/bin/bash
# OpenROAD 26Q1-2900-gdf79404cd8, Yosys 0.63+post, stock flow scripts
make -C /OpenROAD-flow-scripts/flow DESIGN_CONFIG=/design/flow/config.mk WORK_HOME=/design/flow/orfs finish
==> flow_summary.yaml <==
# yosys + openroad results
grt:
  grt_pass1_vias: 349
  grt_usage: 0.0365
  grt_max_degree: 6
  grt_pass1_wl_um: 1920
  overflow: 0
  grt_antenna_before_repair: 0
setup_path:
  cpPeakStageDelay_ns: 0.21
  critPathKind: "primary input to primary output"
  setup.worst_path.end: "shift_out[5]"
  path_cells: "buf_8 -> buf_6 -> ha_4 -> nor2b_4 -> buf_6 -> a22o_4 -> buf_6"
  cp.required_ns: 1.04
  cp_common_cell: "buf_6"
  cp.buffers_inverters: 4
  crit_fanout: 3
  critPathArrivalTime_ns: 1.17
  crit_family: "buffers and inverters"
  end_kind: "primary output"
  worstSetupPathDepth: 7
  cp_slowest_cell: "a22o_4"
  crit_start: "shift_cntrl[0]"
  start_kind: "primary input"
floorplanning:
  fp.coreArea_um2: 3420
  num_rows: 21
  fp-utilization: 0.0568
  die_h_um: 80
  die_w_um: 80
  ios: 26
  dieArea_um2: 6400
sta:
  tightest_slew_ns: 0.165
  slew_headroom: 0.890
  drv_slew: 0
  hold_viol: 0
  setup_viol: 9
  rsz0062_at_grt: "yes"
  period_minus_slack_ns: 1.43
  fmax_ghz: 0.699
  setup_ws_ns: -0.131
  fin_crit_sh: 1.10
route:
  num_antenna_cells: 0
  vias: 347
  drt_pass1_iterations: 1
  drt_iter0_drc: 0
  wl_um: 1240
  vias_per_cell: 3.13
  wl_per_cell_um: 11.1
  drcViolationCount: 0
  ant_nets: 0
logic_synthesis:
  yosysChipArea_um2: 194
  syn_area_um2: 194
  seq_area_frac_synth: 0
  yosysWarnings: 1
  synth_cells: 26
  yosys_cells: 26
  synth_area_per_cell_um2: 7.46
  yosysUniqueCellTypes: 10
clock_tree:
  ctsHoldBuffers: 0
layout:
  comb_area_um2: 246
  seqCellArea_um2: 0
  ff_count: 0
  fillers: 380
  syn_to_final_growth_pct: 247
  layoutNonFillerInstCount: 111
  n_clock_buffer: 0
  drive_above_1_share: 0.723
placement:
  post-place-cells: 101
  dpl_worst_slack_ns: -0.906
  gp_congestion: 0.736
  port_buffers: 26
  dpl.hpwl_um: 950
power:
  peakVddDrop_v: 0.000123
  power.density_nw_per_um2: 345
  power_leakage_uw: 0.000324
flow_run:
  cap_viol_max_count: 0
  warning_count: 35
run_status:
  violations: "setup timing"
  status: "finished, violations left"
hold_path:
  hold_path_class: "primary input to primary output"
-- worst min-delay path by stage --
stage / start / to / slack (ns) / cells past startpoint
CTS: inp[0] / shift_out[0] / 0.99 / 3
global route: inp[7] / shift_out[7] / 1.02 / 3
finish: inp[0] / shift_out[4] / 0.98 / 3
-- report_power, final --
| part | switching (µW) | total, µW | internal [µW] |
|---|---|---|---|
| Clock | 0 | 0 | 0 |
| Combinational | 78.5 | 232 | 154 |
| Sequential | 0 | 0 | 0 |
-- worst min-delay path: cells and delay by family --
kind / cells / cell delay, ns
AND-OR/OR-AND: 1 / 0.13
buffers and inverters: 2 / 0.32
-- per-stage QoR --
step	util	total power (µW)	setup TNS, ns	hold WS [ns]	cell area, µm²
floorplan	-	53.1	0	0.591	194
global placement	0.155	175	-12.92	1.51	531
detailed placement	0.155	176	-13.09	1.52	531
CTS	0.191	228	-0.667	0.993	653
global route	0.197	254	-0.981	1.02	673
finish	0.197	232	-0.647	0.983	673
-- logic make-up after synthesis --
kind of cell    Yosys count  share of synthesized area
fa+ha+maj                 2                      0.129
buf+inv                   3                     0.0968
simple gates             13                      0.432
compound gates            8                      0.342
-- repair_timing --
item | in CTS | in global routing
gates cloned | 1 | 0
gates resized | 88 | 7
setup buffers | 9 | 2
endpoints found under the setup margin | 16 | 12
pin swaps | 13 | 8
-- cells in the mapped netlist, drive strengths merged --
| master | count | area share |
|---|---|---|
| a22o | 4 | 0.19 |
| a22oi | 4 | 0.15 |
| and2 | 8 | 0.28 |
| buf | 1 | 0.058 |
| ha | 2 | 0.13 |
| inv | 2 | 0.039 |
| nor2 | 4 | 0.077 |
| nor2b | 1 | 0.071 |
-- final cells by class --
class              count  share of cell area
inverters              2              0.0149
multi-input cells     23               0.366
well taps             46              0.0855
repair buffers        40               0.533
-- layout by cell type, fill, tap and decap left out, types with 2 or more instances in the layout --
master and n:
dlygate4sd2_1 10, buf_2 9, buf_4 4, buf_8 2, a22oi_2 4, a22o_1 3
buf_6 13, ha_4 2, nor2_2 3, and2_4 6
-- metal layers --
metal / vias to the layer above / track usage / routed length (µm)
met3: 0 / 0.0216 / 214
li1: 170 / - / -
met5: - / 0 / 0
met1: 153 / 0.0514 / 614
met2: 24 / 0.0490 / 409
met4: 0 / 0 / 0
Power figures rest on the tool's default switching activity, not on a simulated workload.
